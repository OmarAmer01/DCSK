File: flow/design.v
interface tx_if(input logic i_clk);
    logic        i_arst_n;
    logic [31:0] i_msg;
    logic        i_send;
    logic [7:0]  i_seed;  
    logic        i_load_seed;
    logic [1:0]  i_sf;  
    logic o_tx;
    logic o_is_sending;
    modport tx (
        input i_arst_n, i_clk, i_msg, i_seed, i_load_seed, i_sf, i_send,
        output o_tx, o_is_sending
    );
    // synthesis translate_off
    default clocking cb @(posedge i_clk);
        output i_arst_n, i_clk, i_msg, i_seed, i_load_seed, i_sf, i_send;
        input o_tx;
        input o_is_sending;
    endclocking
    // synthesis translate_on
endinterface
package spreading_factors_pkg;
  typedef enum {
    SF4  = 0,
    SF8  = 1,
    SF16 = 2,
    SF32 = 3
  } sf_t;
endpackage
module Demod_DP
(
    input  logic        In_Mod_Data,       
    input  logic [1:0]  Spread_Factor_Sel,
    input  logic        N_Rst,
    input  logic        Clk,
    input  logic [3:0]  Var_Del_Reg_Addr,  
    input  logic        Var_Del_Reg_Re,    
    input  logic        Var_Del_Reg_Load,  
    input  logic        STP_Out_Reg_Load,  
    input  logic        STP_Out_Reg_Re,    
    input  logic [4:0]  STP_Out_Reg_Addr,  
    input  logic        Demod_Bit,
    output logic [4:0]  Spread_Factor,
    output logic        Correlated_Bit,    
    output logic [31:0] Out_Data           
);
logic        Var_Del_Reg_Out_Data;
logic [15:0] Var_Del_Reg;
logic [31:0] STP_Out_Reg;
always@(*)begin
    case(Spread_Factor_Sel)
        2'b00: Spread_Factor = 2;
        2'b01: Spread_Factor = 4;
        2'b10: Spread_Factor = 8;
        2'b11: Spread_Factor = 16;
    endcase
end
always@(posedge Clk or negedge N_Rst)begin
    if(~N_Rst) 
        Var_Del_Reg <= 0;
    else if(Var_Del_Reg_Load) 
        Var_Del_Reg[Var_Del_Reg_Addr] <= In_Mod_Data; 
end
assign Var_Del_Reg_Out_Data = Var_Del_Reg_Re ? Var_Del_Reg[Var_Del_Reg_Addr] : 1'b0;
assign Correlated_Bit = ~(Var_Del_Reg_Out_Data ^ In_Mod_Data);
always@(posedge Clk or negedge N_Rst)begin
    if(~N_Rst)
        STP_Out_Reg <= 0;
    else if(STP_Out_Reg_Load)
        STP_Out_Reg[STP_Out_Reg_Addr] <= Demod_Bit;
end
assign Out_Data = STP_Out_Reg_Re ? STP_Out_Reg : 32'b0;
endmodule
module Demod_Top
(
    input  logic        In_Mod_Data,
    input  logic        Clk,
    input  logic        N_Rst,
    input  logic        Valid,
    input  logic [1:0]  Spread_Factor_Sel,
    output logic [31:0] Out_Data,
    output logic        Valid_Data
);
logic [4:0] Spread_Factor;
logic [3:0] Var_Del_Reg_Addr;
logic       Var_Del_Reg_Re;
logic       Var_Del_Reg_Load;
logic       STP_Out_Reg_Load;
logic       STP_Out_Reg_Re;
logic [4:0] STP_Out_Reg_Addr;
logic       Correlated_Bit;
logic       Demod_Bit;
Demod_DP Demod
(
    .In_Mod_Data(In_Mod_Data),      
    .Spread_Factor_Sel(Spread_Factor_Sel),
    .N_Rst(N_Rst),
    .Clk(Clk),
    .Var_Del_Reg_Addr(Var_Del_Reg_Addr), 
    .Var_Del_Reg_Re(Var_Del_Reg_Re),   
    .Var_Del_Reg_Load(Var_Del_Reg_Load), 
    .STP_Out_Reg_Load(STP_Out_Reg_Load), 
    .STP_Out_Reg_Re(STP_Out_Reg_Re),   
    .STP_Out_Reg_Addr(STP_Out_Reg_Addr), 
    .Demod_Bit(Demod_Bit),
    .Spread_Factor(Spread_Factor),
    .Correlated_Bit(Correlated_Bit),   
    .Out_Data(Out_Data)           
);
FSM FSM
(
    .Valid(Valid),
    .Correlated_Bit(Correlated_Bit),
    .Spread_Factor(Spread_Factor),
    .Clk(Clk),
    .N_Rst(N_Rst),
    .Var_Del_Reg_Addr(Var_Del_Reg_Addr),
    .Var_Del_Reg_Re(Var_Del_Reg_Re),
    .Var_Del_Reg_Load(Var_Del_Reg_Load),
    .STP_Out_Reg_Load(STP_Out_Reg_Load),
    .STP_Out_Reg_Re(STP_Out_Reg_Re),
    .STP_Out_Reg_Addr(STP_Out_Reg_Addr),
    .Demod_Bit(Demod_Bit),
    .Valid_Data(Valid_Data)
);
endmodule
module FSM
(
    input  logic       Valid,  
    input  logic       Correlated_Bit,
    input  logic [4:0] Spread_Factor,
    input  logic       Clk,
    input  logic       N_Rst,
    output logic [3:0] Var_Del_Reg_Addr,
    output logic       Var_Del_Reg_Re,
    output logic       Var_Del_Reg_Load,
    output logic       STP_Out_Reg_Load,
    output logic       STP_Out_Reg_Re,
    output logic [4:0] STP_Out_Reg_Addr,
    output logic       Demod_Bit,
    output logic       Valid_Data  
);
logic       Var_Del_Reg_Addr_Inc;
logic       Var_Del_Reg_Addr_Clr;
logic       STP_Out_Reg_Addr_Inc;
logic       Ones_Count_Inc;
logic       Zeros_Count_Inc;
logic       Ones_Count_Clr;
logic       Zeros_Count_Clr;
logic [3:0] Ones_Count;
logic [3:0] Zeros_Count;
typedef enum logic [1:0] 
{ 
    Idle,
    Store_Chaos_Seq,
    Correlation,
    Store_Demod_Bit
}FSM;
FSM CS;  
FSM NS;
always@(posedge Clk or negedge N_Rst)begin
    if(~N_Rst)begin
        CS                   <= Idle;
    end
    else
        CS <= NS;
end
always@(*)begin
    case(CS)
        Idle:begin
            if(Valid)begin
                NS                   = Store_Chaos_Seq;
                Var_Del_Reg_Load     = 1;
                Var_Del_Reg_Re       = 0;
                Var_Del_Reg_Addr_Inc = 1;
                Var_Del_Reg_Addr_Clr = 0;
                STP_Out_Reg_Load     = 0;
                STP_Out_Reg_Re       = 0;
                STP_Out_Reg_Addr_Inc = 0;
                Ones_Count_Inc       = 0;
                Zeros_Count_Inc      = 0;
                Ones_Count_Clr       = 0;
                Zeros_Count_Clr      = 0;
                Demod_Bit            = 0;
                Valid_Data           = 0;         
            end
            else begin
                NS                   = Idle;
                Var_Del_Reg_Load     = 0;
                Var_Del_Reg_Re       = 0;
                Var_Del_Reg_Addr_Inc = 0;
                Var_Del_Reg_Addr_Clr = 0;
                STP_Out_Reg_Load     = 0;
                STP_Out_Reg_Re       = 0;
                STP_Out_Reg_Addr_Inc = 0;
                Ones_Count_Inc       = 0;
                Zeros_Count_Inc      = 0;
                Ones_Count_Clr       = 0;
                Zeros_Count_Clr      = 0;
                Demod_Bit            = 0;
                Valid_Data           = 0;
            end
        end
        Store_Chaos_Seq:begin
            if(~Valid)begin
                NS                   = Idle;
                Var_Del_Reg_Load     = 0;
                Var_Del_Reg_Re       = 0;
                Var_Del_Reg_Addr_Inc = 0;
                Var_Del_Reg_Addr_Clr = 1;
                STP_Out_Reg_Load     = 0;
                STP_Out_Reg_Re       = 0;
                STP_Out_Reg_Addr_Inc = 0;
                Ones_Count_Inc       = 0;
                Zeros_Count_Inc      = 0;
                Ones_Count_Clr       = 0;
                Zeros_Count_Clr      = 0;
                Demod_Bit            = 0;
                Valid_Data           = 0;
            end
            else if(Var_Del_Reg_Addr == Spread_Factor-1)begin
                NS                   = Correlation;
                Var_Del_Reg_Load     = 1;
                Var_Del_Reg_Re       = 0;
                Var_Del_Reg_Addr_Inc = 0;
                Var_Del_Reg_Addr_Clr = 1;
                STP_Out_Reg_Load     = 0;
                STP_Out_Reg_Re       = 0;
                STP_Out_Reg_Addr_Inc = 0;
                Ones_Count_Inc       = 0;
                Zeros_Count_Inc      = 0;
                Ones_Count_Clr       = 0;
                Zeros_Count_Clr      = 0;
                Demod_Bit            = 0;
                Valid_Data           = 0;
            end
            else begin
                NS                   = Store_Chaos_Seq;
                Var_Del_Reg_Load     = 1;
                Var_Del_Reg_Re       = 0;
                Var_Del_Reg_Addr_Inc = 1;
                Var_Del_Reg_Addr_Clr = 0;
                STP_Out_Reg_Load     = 0;
                STP_Out_Reg_Re       = 0;
                STP_Out_Reg_Addr_Inc = 0;
                Ones_Count_Inc       = 0;
                Zeros_Count_Inc      = 0;
                Ones_Count_Clr       = 0;
                Zeros_Count_Clr      = 0;
                Demod_Bit            = 0;
                Valid_Data           = 0;
            end
        end
        Correlation:begin
            if(Var_Del_Reg_Addr == Spread_Factor-1)begin
                NS                   = Store_Demod_Bit;
                Var_Del_Reg_Load     = 1;
                Var_Del_Reg_Re       = 0;
                Var_Del_Reg_Addr_Inc = 0;
                Var_Del_Reg_Addr_Clr = 1;
                STP_Out_Reg_Load     = 1;
                STP_Out_Reg_Re       = 0;
                STP_Out_Reg_Addr_Inc = 1;
                Ones_Count_Inc       = 0;
                Zeros_Count_Inc      = 0;
                Ones_Count_Clr       = 1;
                Zeros_Count_Clr      = 1;
                Valid_Data           = 0;
                if(Ones_Count > Zeros_Count)
                    Demod_Bit        = 1;
                else
                    Demod_Bit        = 0;   
            end
            else begin
                NS                   = Correlation;
                Var_Del_Reg_Load     = 1;
                Var_Del_Reg_Re       = 1;
                Var_Del_Reg_Addr_Inc = 1;
                Var_Del_Reg_Addr_Clr = 0;
                STP_Out_Reg_Load     = 0;
                STP_Out_Reg_Re       = 0;
                STP_Out_Reg_Addr_Inc = 0;
                if(Correlated_Bit)begin
                    Ones_Count_Inc   = 1;
                    Zeros_Count_Inc  = 0;
                end
                else begin
                    Ones_Count_Inc   = 0;
                    Zeros_Count_Inc  = 1;
                end
                Ones_Count_Clr       = 0;
                Zeros_Count_Clr      = 0;
                Demod_Bit            = 0;
                Valid_Data           = 0;
            end
        end
        Store_Demod_Bit:begin
                if(Valid)begin
                    NS                   = Store_Chaos_Seq;
                    Var_Del_Reg_Load     = 1;
                    Var_Del_Reg_Re       = 0;
                    Var_Del_Reg_Addr_Inc = 1;
                    Var_Del_Reg_Addr_Clr = 0;
                    STP_Out_Reg_Load     = 0;
                    STP_Out_Reg_Addr_Inc = 0;
                    Ones_Count_Inc       = 0;
                    Zeros_Count_Inc      = 0;
                    Ones_Count_Clr       = 0;
                    Zeros_Count_Clr      = 0;
                    Demod_Bit            = 0;
                    if(STP_Out_Reg_Addr == 0)begin
                        STP_Out_Reg_Re   = 1;
                        Valid_Data       = 1;
                    end
                    else begin
                        STP_Out_Reg_Re   = 0;
                        Valid_Data       = 0;
                    end
                end
                else begin
                    NS                   = Idle;
                    Var_Del_Reg_Load     = 0;
                    Var_Del_Reg_Re       = 0;
                    Var_Del_Reg_Addr_Inc = 0;
                    Var_Del_Reg_Addr_Clr = 1;
                    STP_Out_Reg_Load     = 0;
                    STP_Out_Reg_Addr_Inc = 0;
                    Ones_Count_Inc       = 0;
                    Zeros_Count_Inc      = 0;
                    Ones_Count_Clr       = 0;
                    Zeros_Count_Clr      = 0;
                    Demod_Bit            = 0;
                    if(STP_Out_Reg_Addr == 0)begin
                        STP_Out_Reg_Re   = 1;
                        Valid_Data       = 1;
                    end
                    else begin
                        STP_Out_Reg_Re   = 0;
                        Valid_Data       = 0;
                    end
                end
        end
    endcase
end
always@(posedge Clk or negedge N_Rst)begin
    if(~N_Rst)begin
        Var_Del_Reg_Addr <= 0;
    end
    else if(Var_Del_Reg_Addr_Clr)begin
        Var_Del_Reg_Addr <= 0;
    end
    else if(Var_Del_Reg_Addr_Inc)begin
        Var_Del_Reg_Addr <= Var_Del_Reg_Addr + 1'b1;
    end
end
always@(posedge Clk or negedge N_Rst)begin
    if(~N_Rst)begin
        STP_Out_Reg_Addr <= 0;
    end
    else if(STP_Out_Reg_Addr_Inc)begin
        STP_Out_Reg_Addr <= STP_Out_Reg_Addr + 1'b1;
    end
end
always@(posedge Clk or negedge N_Rst)begin
    if(~N_Rst)begin
        Ones_Count <= 0;
    end
    else if(Ones_Count_Clr)begin
        Ones_Count <= 0;
    end
    else if(Ones_Count_Inc)begin
        Ones_Count <= Ones_Count + 1'b1;
    end
end
always@(posedge Clk or negedge N_Rst)begin
    if(~N_Rst)begin
        Zeros_Count <= 0;
    end
    else if(Zeros_Count_Clr)begin
        Zeros_Count <= 0;
    end
    else if(Zeros_Count_Inc)begin
        Zeros_Count <= Zeros_Count + 1'b1;
    end
end
endmodule
File: flow/run.sh
#!/bin/bash
# OpenROAD 26Q1-2900-gdf79404cd8, Yosys 0.63+post, stock flow scripts
make -C /OpenROAD-flow-scripts/flow DESIGN_CONFIG=/design/flow/config.mk WORK_HOME=/design/flow/orfs finish
File: flow/config.mk
export PLATFORM = sky130hd
export DESIGN_NAME = Demod_Top
export DESIGN_NICKNAME = Demod_Top
export VERILOG_FILES = /design/flow/design.v
export SDC_FILE = /design/flow/constraint.sdc
export NUM_CORES = 4
export LEC_CHECK = 1
export CORE_UTILIZATION = 40
File: flow/constraint.sdc
current_design Demod_Top

set clk_period 6.2
set clk_io_pct 0.2

create_clock -name clk0 -period $clk_period [get_ports {Clk}]

set non_clock_inputs [all_inputs -no_clocks]
set_input_delay [expr $clk_period * $clk_io_pct] -clock clk0 $non_clock_inputs
set_output_delay [expr $clk_period * $clk_io_pct] -clock clk0 [all_outputs]
==> impl_metrics.env <==
# flow metrics
export IMPL_viasPerCell=5.69
export IMPL_drtAntennaViolNets=0
export IMPL_finalHoldViolations=0
export IMPL_sw_frac_of_total=0.448
export IMPL_syn_to_final_growth_pct=17.5
export IMPL_cts_setup_buffers=0
export IMPL_warning_count=33
export IMPL_period_used=0.661
export IMPL_clockBufferDepth=2
export IMPL_p_switching_w=0.000959
export IMPL_dr_pass1_iters=4
export IMPL_crit_buf_inv=2
export IMPL_setup_viol=0
export IMPL_cts_tree="yes"
export IMPL_diodes=0
export IMPL_p_int_w=0.00118
export IMPL_ys_area_um2=3910
export IMPL_p_seq_frac=0.346
export IMPL_netlist_area_um2=3910
export IMPL_route_detailed_drc=0
export IMPL_syn_inst=408
export IMPL_vias=3244
export IMPL_drv_slew=0
export IMPL_ys_cells=408
export IMPL_powerDensity_nw_per_um2=466
export IMPL_endpoint_kind="primary output"
export IMPL_crit_required_ns=4.96
export IMPL_synth_distinct_cells=54
export IMPL_edf_count=0
export IMPL_synth_warnings=3
export IMPL_max_cap_violations=0
export IMPL_clk_transition_reported_paths_ns=0.07
export IMPL_cts_sinks=69
export IMPL_crit_family="adder cells"
export IMPL_synthArstFlopShare=1.00
export IMPL_fp_util=0.417
export IMPL_portBuffers=38
export IMPL_cts_repair_resized=0
export IMPL_fmax_ghz=0.244
export IMPL_cp_arrival_ns=2.86
export IMPL_die_size_y_um=101
export IMPL_status="completed"
export IMPL_crit_top_cell="ha_1"
export IMPL_ys_seq_frac=0.442
export IMPL_tightest_slew_ns=0.847
export IMPL_cts_root_buffer="clkbuf_8"
export IMPL_drive_above_1_share=0.0839
export IMPL_htree_levels=3
export IMPL_placed_area_um2=4370
export IMPL_rsz0062_at_grt="no"
export IMPL_numCtsBuffers=9
export IMPL_min_path_type="reg2reg"
export IMPL_rows=35
export IMPL_worstSetupStartpointType="flop"
export IMPL_core_area_um2=9370
export IMPL_grt_max_degree=54
export IMPL_crit_type="reg2out"
export IMPL_relSlewSlack=0.431
export IMPL_dp_hpwl_um=6580
export IMPL_p_leak_nw=2.00
export IMPL_holdBufCountCts=0
export IMPL_setup_tns_ns=0
export IMPL_worst_path_max_fanout=33
export IMPL_period_minus_slack_ns=4.10
export IMPL_overflow=0
export IMPL_clk_latency_ns=0.35
export IMPL_routabilityCongestion=0.830
export IMPL_pin_count=39
export IMPL_clock_skew_ns=0.00977
export IMPL_critPathSlowestCell="ha_1"
export IMPL_grt_pass1_vias=2992
export IMPL_ir_drop_mv=0.193
export IMPL_cp_cell_sequence="inv_1, ha_1, and2_1, ha_1, and3_1, clkdlybuf4s50_1"
export IMPL_antenna_found_initial=0
export IMPL_slowest_delay_ns=0.65
export IMPL_wl_per_cell_um=16.3
export IMPL_avgSynthCellArea_um2=9.58
export IMPL_totalWireLength_um=9300
export IMPL_grtUsageTotal=0.200
export IMPL_ys_dominant_reg_cell="dfrtp_1"
export IMPL_p_comb_frac=0.460
export IMPL_final_area_um2=4590
export IMPL_clkPwrFrac=0.194
export IMPL_dieArea_um2=10200
export IMPL_die_x_um=101
export IMPL_grt_pass1_wl_um=15400
export IMPL_ys_ff=69
export IMPL_drtIter0Drc=187
logic make-up (layout without fill, tap and decap cells):
| logic type | Yosys count | count (layout) | share of synthesized area |
|---|---|---|---|
| simple gates | 124 | 124 | 0.171 |
| buf+inv | 41 | 74 | 0.0416 |
| fa+ha+maj | 17 | 17 | 0.0544 |
| compound gates | 134 | 134 | 0.214 |
| flops | 69 | 69 | 0.442 |
| xor+xnor | 9 | 9 | 0.0221 |
| mux | 14 | 14 | 0.0544 |
worst paths after layout:
kind | slack (ns) | depth (start not counted) | endpoint | startpoint
setup / recovery | 2.10 | 6 | Out_Data[10] | FSM.STP_Out_Reg_Addr[0]
hold / removal | 0.51 | 1 | Demod.STP_Out_Reg[8] | Demod.STP_Out_Reg[8]
max in group asynchronous | 4.37 | 2 | FSM.CS[1] | N_Rst
setup reg to reg | 3.32 | 5 | Demod.STP_Out_Reg[26] | FSM.Var_Del_Reg_Addr[0]
min in group asynchronous | 0.79 | 1 | Demod.Var_Del_Reg[6] | N_Rst
hold reg to reg | 0.51 | 1 | Demod.STP_Out_Reg[8] | Demod.STP_Out_Reg[8]
cells in the mapped netlist (3+ instances only):
master | number | area, um2
a21oi_1 | 5 | 25.0
inv_1 | 17 | 63.8
nand3_1 | 11 | 55.1
nand4_1 | 5 | 31.3
nand2_1 | 24 | 90.1
clkbuf_1 | 22 | 82.6
nor4_1 | 3 | 18.8
o31ai_1 | 9 | 67.6
o22ai_1 | 3 | 18.8
xnor2_1 | 6 | 52.6
o2111ai_1 | 6 | 52.6
nor2_1 | 19 | 71.3
mux4_2 | 5 | 113
and3_1 | 35 | 219
o21ai_1 | 4 | 20.0
o211ai_1 | 6 | 45.0
o21a_1 | 3 | 22.5
mux2_2 | 8 | 90.1
a2111o_1 | 3 | 33.8
o21ai_0 | 77 | 385
dfrtp_1 | 68 | 1700
ha_1 | 17 | 213
and2_1 | 6 | 37.5
a21o_1 | 3 | 22.5
or3_1 | 4 | 25.0
nor3_1 | 4 | 20.0
layout by cell type, fill, tap and decap left out, drive strengths merged, types with 7 or more instances in the layout:
cell and instances:
o21ai 81, dfrtp 68, clkdlybuf4s50 37, and3 35, nand2 24, nor2 19
inv 19, ha 17, nand3 11, clkbuf 10, o31ai 9, mux2 8
xnor2 7, o211ai 7
through the flow:
step / util / setup slack [ns] / total power [W] / instances / hold slack, ns
2_1_floorplan: - / 3.10 / 0.00145 / 408 / 0.463
3_3_place_gp: 0.466 / 2.27 / 0.00172 / 554 / 0.485
3_5_place_dp: 0.466 / 2.24 / 0.00172 / 554 / 0.493
4_1_cts: 0.490 / 2.05 / 0.00215 / 570 / 0.510
5_1_grt: 0.490 / 1.85 / 0.00232 / 570 / 0.525
6_report: 0.490 / 2.10 / 0.00214 / 570 / 0.507
power by group through the flow:
stage	Sequential [W]	Combinational (W)	Clock, W
after CTS	0.000740	0.000980	0.000426
after global routing	0.000766	0.00111	0.000442
final	0.000740	0.000985	0.000414
sequential cells by signal, summed over array words and instances, names as in the netlist:
name	count
FSM.STP_Out_Reg_Addr	5
FSM.CS	4
FSM.Var_Del_Reg_Addr	4
FSM.Zeros_Count	4
Demod.STP_Out_Reg	32
Demod.Var_Del_Reg	16
FSM.Ones_Count	4
layer usage:
metal / vias to the layer above / GRT usage / wire length [um]
met1: 1559 / 0.327 / 4460
met5: - / 0 / 0
met4: 0 / 0.0323 / 78
met2: 111 / 0.289 / 4120
li1: 1570 / - / -
met3: 4 / 0.0416 / 632
cell type report:
type / count / area, um2
fill: 857 / 4780
tap: 129 / 161
inverter: 17 / 63.8
clock buffer: 10 / 128
multi-input combinational: 298 / 2020
clock inverter: 6 / 95.1
sequential: 69 / 1730
timing repair buffer: 41 / 398
Power figures rest on the tool's default switching activity, not on a simulated workload.
