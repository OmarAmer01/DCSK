`design/flow/run.sh`:
```
#!/bin/bash
# OpenROAD 26Q1-2900-gdf79404cd8, Yosys 0.63+post, stock flow scripts
make -C /OpenROAD-flow-scripts/flow DESIGN_CONFIG=/design/flow/config.mk WORK_HOME=/design/flow/orfs finish
```
`design/flow/config.mk`:
```
export PLATFORM = sky130hd
export DESIGN_NAME = tx_fsm
export DESIGN_NICKNAME = tx_fsm
export VERILOG_FILES = /design/flow/design.v
export SDC_FILE = /design/flow/constraint.sdc
export NUM_CORES = 4
export LEC_CHECK = 1
export CORE_AREA = 10 10 70 70
export DIE_AREA = 0 0 80 80
```
`design/flow/constraint.sdc`:
```
current_design tx_fsm

set clk_period 2.5
set clk_io_pct 0.2

create_clock -name clk0 -period $clk_period [get_ports {i_clk}]

set non_clock_inputs [all_inputs -no_clocks]
set_input_delay [expr $clk_period * $clk_io_pct] -clock clk0 $non_clock_inputs
set_output_delay [expr $clk_period * $clk_io_pct] -clock clk0 [all_outputs]
```
`design/flow/design.v`:
```
interface tx_if(input logic i_clk);
    logic        i_arst_n;
    logic [31:0] i_msg;
    logic        i_send;
    logic [7:0]  i_seed;  
    logic        i_load_seed;
    logic [1:0]  i_sf;  
    logic o_tx;
    logic o_is_sending;
    modport tx (
        input i_arst_n, i_clk, i_msg, i_seed, i_load_seed, i_sf, i_send,
        output o_tx, o_is_sending
    );
    // synthesis translate_off
    default clocking cb @(posedge i_clk);
        output i_arst_n, i_clk, i_msg, i_seed, i_load_seed, i_sf, i_send;
        input o_tx;
        input o_is_sending;
    endclocking
    // synthesis translate_on
endinterface
package spreading_factors_pkg;
  typedef enum {
    SF4  = 0,
    SF8  = 1,
    SF16 = 2,
    SF32 = 3
  } sf_t;
endpackage
module negedge_detector(
    input  i_clk,
    input  i_arst_n,
    input  i_signal,
    output negedge_detected
);
logic delayed_signal;
always_ff @(posedge i_clk, negedge i_arst_n) begin: delay_signal
    if (~i_arst_n) delayed_signal <= 1'b0;
    else delayed_signal <= i_signal;
end
assign negedge_detected = delayed_signal & ~i_signal;
endmodule
module tx_fsm (
    input              i_clk,
    input              i_arst_n,
    input              i_send,
    input  logic [9:0] i_bit_ctr,
    input  logic [4:0] i_chip_ctr,
    input              i_chip_ctr_msb,
    input  logic [9:0] i_wrap_around,
    output logic       o_shift_chaos_bit,
    output logic       o_shift_msg_bit,
    output logic       o_load_msg,
    output logic       o_en_bit_chip_ctr,
    output logic       o_is_sending
);
  typedef enum logic {
    IDLE,
    SEND
  } states_t;
  states_t current, next;
  always_ff @(posedge i_clk or negedge i_arst_n) begin : state_advancer
    if (~i_arst_n) current <= IDLE;
    else current <= next;
  end
  always_comb begin : next_state_logic
    case (current)
      IDLE: begin
        next = i_send ? SEND : IDLE;
      end
      SEND: begin
        if (i_bit_ctr == i_wrap_around) next = i_send ? SEND : IDLE;
        else next = SEND;
      end
      default: next = states_t'('X);
    endcase
  end
  logic shift_msg;
  always_comb begin : output_generation
    o_shift_chaos_bit = 1'b0;
    o_shift_msg_bit   = 1'b0;
    o_load_msg        = 1'b0;
    o_en_bit_chip_ctr = 1'b0;
    o_is_sending      = 1'b0;
    case (current)
      IDLE: begin
        o_shift_chaos_bit = 1'b0;
        o_shift_msg_bit   = 1'b0;
        o_load_msg        = i_send;
        o_en_bit_chip_ctr = 1'b0;
        o_is_sending      = 1'b0;
      end
      SEND: begin
        o_shift_chaos_bit = ~i_chip_ctr_msb;
        o_shift_msg_bit   = shift_msg & (i_bit_ctr != 0);
        o_load_msg        = (i_bit_ctr == i_wrap_around) & i_send;
        o_en_bit_chip_ctr = 1'b1;
        o_is_sending      = 1'b1;
      end
      default: begin
      end
    endcase
  end
  negedge_detector U_negedge_detector (
      .i_clk(i_clk),
      .i_arst_n(i_arst_n),
      .i_signal(i_chip_ctr_msb),
      .negedge_detected(shift_msg)
  );
endmodule
```
==> results.txt <==
impl run done, here's what came out: Crit Path Max Fanout 2, dpl cell area just under 600 µm², yosys aoi share ~11%, vias in the first global route 375, fin area between 600 and 700 µm², EDFF count, synth 0, clock tree buffer depth 2, Reg clk slew, reported paths 0.03 ns, Core Area approximately 3400 µm², Area growth syn-to-layout 176%, Routed WL about 1.1 mm, Port Buffers 28, Final Hold Fails 0, simple share 22.3%, Tcrit/Tclk final 95.7%, GRT Residual Overflow 0, tool warning count 31, Yosys top cell by area xor2_1, die width roughly 80 µm, CTS tree built, adder-cell share of the synthesized area 0%, RePlAce Congestion around 0.76, H-tree lvl count 1, hpwl dp just under 1 mm, RSZ-0062 raised after global routing true, post-DR wirelength/cell 10.0 µm, DRC 0, synth warn 3, fin crit period between 2 and 2.5 ns, Crit Reg-Reg Startpoint current, drt initial violations 5, Boundary Pins 34, worst min-delay path class in -> async, Peak supply drop 0.0511 mV, Fin Hold WS 0.439 ns, Vias per Instance around 2.9, Setup Viol. Count Final 0, Chip Height ~80 µm, total clock buffers created by CTS 3, worst slew pin tran between 0.3 and 0.4 ns, Setup WS post-layout between 0.1 and 0.15 ns, CP startpoint i_wrap_around[9], drt first pass iters 2, most frequent cell after synthesis xor2_1, Mapped Area 224 µm², Synth flops 2, ANT cells 0, kind of critical path in -> out, DIE AREA between 6000 and 7000 µm², post-synth cell types 11, clk sinks 2, yosys xor share 39.1%, clock root buffer clkbuf_4, Slew headroom 79.8%, max-cap viol count 0, Main logic family XOR/XNOR gates, asr flop ratio synth about 100%, total number of vias approximately 310, crit path DAT around 1.9 ns, register share after synthesis around 22%, antenna viol nets, final 0, YS chip area 224 µm², synthesized instance count 27, Mean Syn Cell Area a little over 8 µm², crit path DRT roughly 2.0 ns, mux frac, synth 0%, synth cell count leaders xor2_1, nor2_1, nor4_1, Insertion Delay late pin ~0.22 ns, share of layout cells above drive strength 1 about 15%, Top cell area share 39.1%, placed cells just over 100, Worst Setup Start Kind input port, Worst setup EP type output port, initial antenna violation count 0, DP Worst Slack -0.228 ns, row count 21, gr usage total 3.36%, status finished clean, PwrDens 282 nW/µm², fp util 6.56%, ys cells 27, Achievable Freq roughly 420 MHz, pin count of the biggest net entering global routing 6, ys flop type dfrtp_1, fin cells around 110, final setup TNS 0 ns, Slew Viols, Final 0, first-pass GRT wire length roughly 1.8 mm, Layout Skew 0 ns, leak pwr 0.252 nW, Top area cell types xor2_1, dfrtp_1, nor4_1, nor2_1, a41o_1
registers in the layout (all words and copies together), names as in the netlist:
| signal | flops |
|---|---|
| U_negedge_detector.delayed_signal | 1 |
| current | 1 |
layer usage:
layer,share of wire (%),global-route usage [%],up-vias
met1,35,3.45,133
met5,0,0,-
met2,59,6.26,9
met3,6.2,1.36,0
met4,0,0.528,0
li1,-,-,164
repair_timing:
action,CTS,global route
hold buffers,0,0
pin swaps,1,0
gates resized,2,4
buffers inserted,0,0
endpoints found under the setup margin,1,2
cloned,0,0
worst max-delay path, cell delays in order:
cell	delay (ns)
clkdlybuf4s50_1	0.41
xor2_1	0.18
nor4_2	0.28
buf_4	0.15
a41o_1	0.16
dlygate4sd2_1	0.22
cell usage in the layout (no fill, tap or decap), types with 2 or more instances in the layout:
| cell | synthesis | final |
|---|---|---|
| nor2_1 | 4 | 4 |
| buf_4 | 1 | 3 |
| xor2_1 | 10 | 10 |
| clkdlybuf4s50_1 | 0 | 25 |
| dfrtp_1 | 2 | 2 |
| nor4_2 | 0 | 3 |
| clkbuf_4 | 0 | 3 |
| dlygate4sd2_1 | 0 | 2 |
through the flow:
step | utilization [%] | total power [mW]
2_1_floorplan | - | 0.0489
3_3_place_gp | 16.9 | 0.0998
3_5_place_dp | 16.9 | 0.101
4_1_cts | 17.5 | 0.176
5_1_grt | 18.1 | 0.189
6_report | 18.1 | 0.174
layout make-up:
| class | instances | area [µm²] |
|---|---|---|
| fillers | 387 | 2800 |
| well taps | 46 | 57.6 |
| clock buffers | 3 | 22.5 |
| repair buffers | 31 | 303 |
| flip-flops and latches | 2 | 50.0 |
| multi-input cells | 23 | 181 |
| inverters | 1 | 3.75 |
cells by family after synthesis:
kind of cell,after synthesis
flip-flops,2
buffers and inverters,2
AND/OR/NAND/NOR,10
XOR/XNOR,10
AND-OR/OR-AND,3
worst paths after layout:
check / slack (ns) / cells after the start / endpoint
worst max-delay path: 0.11 / 6 / o_load_msg
worst min-delay path: 0.44 / 1 / current
worst max register to register: 1.78 / 2 / current
worst min register to register: 0.61 / 2 / current
max in group asynchronous: 1.94 / 1 / U_negedge_detector.delayed_signal
min in group clk0: 0.61 / 2 / current
power by group:
| part | internal (mW) | leakage, nW | switching (mW) |
|---|---|---|---|
| combinational | 0.0463 | 0.218 | 0.0228 |
| clock | 0.0530 | 0.0138 | 0.0182 |
| sequential | 0.0335 | 0.0204 | 0.000329 |
| total | 0.133 | 0.252 | 0.0413 |
Power and IR drop assume default switching activity.
