==> flow/design.v <==
interface tx_if(input logic i_clk);
    logic        i_arst_n;
    logic [31:0] i_msg;
    logic        i_send;
    logic [7:0]  i_seed;  
    logic        i_load_seed;
    logic [1:0]  i_sf;  
    logic o_tx;
    logic o_is_sending;
    modport tx (
        input i_arst_n, i_clk, i_msg, i_seed, i_load_seed, i_sf, i_send,
        output o_tx, o_is_sending
    );
    // synthesis translate_off
    default clocking cb @(posedge i_clk);
        output i_arst_n, i_clk, i_msg, i_seed, i_load_seed, i_sf, i_send;
        input o_tx;
        input o_is_sending;
    endclocking
    // synthesis translate_on
endinterface
package spreading_factors_pkg;
  typedef enum {
    SF4  = 0,
    SF8  = 1,
    SF16 = 2,
    SF32 = 3
  } sf_t;
endpackage
module booth_mul #(parameter WORD_LEN = 8) (
    input                           i_clk, i_arst_n,
    input        [WORD_LEN-1:0]     i_multiplier,
    input        [WORD_LEN-1:0]     i_multiplicand,
    output logic [(2*WORD_LEN)-1:0] o_result
);
logic  [WORD_LEN-1:0]     reg_multiplier;
logic  [WORD_LEN-1:0]     reg_multiplicand;
logic  [(2*WORD_LEN)-1:0] result;
genvar i;
logic [(2*WORD_LEN)-1:0] partial_products [WORD_LEN/2];
generate
    for (i = 0; i <(WORD_LEN/2); i++) begin : gen_partial_products
        calc_partial_product #(WORD_LEN) U_partial_product (
            .i_multiplicand(i_multiplicand),
            .i_opcode(
                {i_multiplier[(i*2)+1],  
                 i_multiplier[(i*2)],
                 i == 0 ? 1'b0 : i_multiplier[(i*2)-1]}  
            ),
            .o_result(partial_products[i])
        );
    end
endgenerate
always_comb begin : sum_partial_products
    result = '0;
    for (int i = 0; i < WORD_LEN/2; i++) begin
        result += partial_products[i] << (2*i);
    end
end
assign o_result = result;
endmodule
module calc_partial_product #(parameter WORD_LEN = 8) (
    input  [WORD_LEN-1:0]  i_multiplicand,
    input  [2:0]  i_opcode,
    output [(2*WORD_LEN)-1:0] o_result
);
logic [1:0] selector;  
assign selector = {i_opcode[2], i_opcode[2]} ^ {i_opcode[1], i_opcode[0]};
logic signed [(2*WORD_LEN)-1:0] result_sign, result_opposite_sign;
assign result_opposite_sign = 'd1 + ~result_sign;
always_comb begin : calc_product
    case (selector)
        2'b00:   result_sign   = '0;                      
        default: result_sign   =  (2*WORD_LEN)'(signed'(i_multiplicand));         
        2'b11:   result_sign   =  (2*WORD_LEN)'(signed'({i_multiplicand, 1'b0}));  
    endcase
end
assign o_result = i_opcode[2] ? signed'(result_opposite_sign) : signed'(result_sign);
endmodule
module logistic_map(
    input         i_clk,
    input         i_arst_n,
    input         i_en,
    input  [7: 0] i_seed,
    input         i_load_seed,
    output [15:0] o_next_val
);
logic [15:0] mul_res;
logic [7:0] value, one_minus_value, fixed_value;
booth_mul #(.WORD_LEN(8)) U_booth_mul(
    .i_clk(i_clk),
    .i_arst_n(i_arst_n),
    .i_multiplier(one_minus_value),
    .i_multiplicand(fixed_value),  
    .o_result(mul_res)
);
logic [15:0] reg_mul_res;
always_ff @(posedge i_clk or negedge i_arst_n) begin : keep_old_output
    if (~i_arst_n) reg_mul_res <= '0;
    else reg_mul_res <= i_en ? mul_res : reg_mul_res;
end
localparam logic [7:0] ONE_Q0_8 = 8'hff;
assign one_minus_value = ONE_Q0_8 - fixed_value;
assign value = i_load_seed ? i_seed : o_next_val[15:8];
assign fixed_value = (value == 8'h00 || value == 8'hff) ? 8'haa : value;
assign o_next_val = reg_mul_res << 2;  
endmodule
==> flow/run.sh <==
#!/bin/bash
# OpenROAD 26Q1-2900-gdf79404cd8, Yosys 0.63+post, stock flow scripts
make -C /OpenROAD-flow-scripts/flow DESIGN_CONFIG=/design/flow/config.mk WORK_HOME=/design/flow/orfs finish
==> flow/config.mk <==
export PLATFORM = sky130hd
export DESIGN_NAME = logistic_map
export DESIGN_NICKNAME = logistic_map
export VERILOG_FILES = /design/flow/design.v
export SDC_FILE = /design/flow/constraint.sdc
export NUM_CORES = 4
export LEC_CHECK = 1
export CORE_UTILIZATION = 40
==> flow/constraint.sdc <==
current_design logistic_map

set clk_period 12.0
set clk_io_pct 0.2

create_clock -name clk0 -period $clk_period [get_ports {i_clk}]

set non_clock_inputs [all_inputs -no_clocks]
set_input_delay [expr $clk_period * $clk_io_pct] -clock clk0 $non_clock_inputs
set_output_delay [expr $clk_period * $clk_io_pct] -clock clk0 [all_outputs]
==> impl_metrics.toml <==
# generated from flow reports
[place]
buffer_ports.inserted = 25
place.gp.congestion = 0.947
placed_area_um2 = 3590
place.detailed.instances = 525
hpwlAfterDp_mm = 7.44

[cells_and_area]
drive_above_1_share = 0.0890
finalCoreUtilization = 0.464
registers.top_by_ff_count = "reg_mul_res"
layoutNonFillerInstCount = 529
largest_registers = "reg_mul_res (14)"
largest_reg_flops = 14
area.growth.synth_to_final_pct = 10.8
final_area_um2 = 3640

[synthesis]
yosysSeqAreaShare = 0.107
yosys_cells = 414
synthesis.instances = 414
biggest_area_consumer_among_synthesized_cells = "dfrtp_1"
edf_count = 0
syn_avg_cell_area_um2 = 7.94
ys_area_um2 = 3290
post_synth_num_cell_types = 74
post-synth-top-count-cell = "inv_1"
synth.ff_latch_count = 14
synth-warning-count = 5
topCellsByArea = "dfrtp_1 11%, fa_1 10%, ha_1 8.0%"
syn-cell-area_um2 = 3290
post_synth_most_frequent_cells = "40 x inv_1, 36 x nand2_1, 34 x nor2_1"
ys_dominant_reg_cell = "dfrtp_1"
synth-async-reset-ratio = 1.00
synth_largest_type_area_fraction = 0.107

[setup_path]
worst_path_most_repeated_cell = "o21ai_0"
path_buffers = 5
critical-path-top-delay-family = "adder cells"
cp_max_fo = 30
crit_required_ps = 12130
end_kind = "register"
critPathKind = "in -> reg"
longest_individual_stage_delay_on_the_worst_path_ps = 800
worst_ep_arrival_time_ps = 10160
critPathSlowestCell = "ha_1"
crit_path_start_kind = "input pin"

[grt]
globalRouteOverflowTotal = 0
busiest_layer = "met1"
grt_max_degree = 31
groute.usage.overall = 0.239
global_route.usage.met1 = 0.372
first_global_vias = 2936
grt_antenna_before_repair = 0
grt_util_met3 = 0.0409
wire_length_of_the_first_global_routing_pass_mm = 15.7
globalRouteMet2Util = 0.367

[clocking]
post_cts.repair.setup_buffers = 0
hold_buffers = 0
cts_sinks = 14
cts_max_path_buffers = 2
clk_root_buffer_cell = "clkbuf_8"
post_cts_resized = 0
cts_made_buffers = 3
clkTransAtPathRegs_ps = 60
cts_tree = "built"
clock_tree.htree_level_count = 1
worst_skew_pair.late_latency_ps = 240

[final_timing]
worst_slew_pin_slew_ps = 791
final.period_utilization = 0.836
finalSetupTns_ps = 0
timing.final.max_slew_violations = 0
final-hold-violation-count = 0
clock-skew-final_ps = 2.96
fmax_mhz = 99.7
minimum_clock_period_after_layout_ps = 10030
slew_headroom = 0.457
rsz0062_at_grt = "no"
setup-violations-final = 0

[floorplanning]
die_h_um = 92.7
floorplan.io_pins = 28
core_util_at_fp = 0.419
die_x_um = 92.7
core.rowCount = 32
floorplan.core_area_um2 = 7850
chip_area_um2 = 8580

[detailed_routing]
drt.antenna.violating_nets = 0
totalWireLength_mm = 9.35
vias_per_cell = 5.97
routed-via-count = 3156
route.detailed.drc = 0
firstDrtPassIters = 5
drt_iter0_markers = 309
insertedDiodeCount = 0
post_drt_wl_per_cell_um = 17.7

[job]
warning_count = 25
max-cap-violations = 0

[run_status]
status = "complete, no violations"

[min_path]
hp-class = "reg -> reg"
## cell type report
class,instances,area (µm²)
fillers,794,4210
multi-input cells,341,2690
flip-flops and latches,14,350
repair buffers,28,273
inverters,40,150
well taps,102,128
clock buffers,4,55.1
## per-layer routing
layer / wire length [µm] / up-vias
met5: 0 / -
met4: 130 / 0
met3: 718 / 19
met2: 4160 / 156
met1: 4340 / 1471
li1: - / 1510
## final timing paths
kind                           startpoint              end  slack, ps  cells after the start
max                           i_load_seed  reg_mul_res[13]       1970                     27
min reg2reg                reg_mul_res[2]   reg_mul_res[2]        500                      1
min in group asynchronous        i_arst_n   reg_mul_res[1]       2540                      1
max in group asynchronous        i_arst_n   reg_mul_res[9]       9060                      1
max reg2reg                reg_mul_res[8]  reg_mul_res[13]       4250                     26
min                        reg_mul_res[2]   reg_mul_res[2]        500                      1
## cell usage in the layout, fill, tap and decap left out, drive strengths merged, types with 4 or more instances in the layout
master / instances
clkbuf: 4
clkdlybuf4s50: 25
nor2: 34
nand3: 9
nor3: 10
ha: 21
nor2b: 5
o21ai: 28
a21oi: 29
mux2i: 8
nand2: 36
mux2: 15
inv: 40
a2bb2oi: 4
a21o: 4
a22oi: 21
a21boi: 4
xnor2: 18
dfrtp: 14
fa: 17
xor2: 11
## through the flow
step	setup slack (ps)	hold slack (ps)
finish	1970	504
global route	1390	536
CTS	2170	508
detailed placement	1940	497
global placement	1930	483
floorplan	3910	439
## cells by family (layout without fill, tap and decap cells)
logic type	after synthesis	after routing	synth area share
AOI/OAI and AO/OA	129	129	0.277
and+or+nand+nor	118	118	0.182
buffers and inverters	60	72	0.0773
adders and majority gates	38	38	0.183
xor gates and xnor gates	31	31	0.0910
muxes	23	23	0.0818
DFF	14	14	0.107
other	1	2	0.00114
